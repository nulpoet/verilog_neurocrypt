==> design/flow/design.v <==
`timescale 1ns / 1ps
module counter (rst, clk, count, tc);
parameter size = 5;
parameter length = 20;
input rst;  
input clk;  
output [size-1:0] count;
output tc;
reg [size-1:0] count;  
wire tc;  
always @ (posedge clk or posedge rst)
  if (rst)  
    count <= {size{1'b0}};
  else
	if (count == length-1)
	  count <= {size{1'b0}};
	else
	  count <= count + 1'b1;
assign tc = (count == length-1);
endmodule
==> design/flow/run.sh <==
#!/bin/bash
# OpenROAD 26Q1-2900-gdf79404cd8, Yosys 0.63+post, stock flow scripts
make -C /OpenROAD-flow-scripts/flow DESIGN_CONFIG=/design/flow/config.mk WORK_HOME=/design/flow/orfs finish
==> design/flow/config.mk <==
export PLATFORM = sky130hd
export DESIGN_NAME = counter
export DESIGN_NICKNAME = counter
export VERILOG_FILES = /design/flow/design.v
export SDC_FILE = /design/flow/constraint.sdc
export NUM_CORES = 4
export LEC_CHECK = 1
export CORE_AREA = 10 10 70 70
export DIE_AREA = 0 0 80 80
==> design/flow/constraint.sdc <==
current_design counter

set clk_period 1.9
set clk_io_pct 0.2

create_clock -name clk0 -period $clk_period [get_ports {clk}]

set non_clock_inputs [all_inputs -no_clocks]
set_input_delay [expr $clk_period * $clk_io_pct] -clock clk0 $non_clock_inputs
set_output_delay [expr $clk_period * $clk_io_pct] -clock clk0 [all_outputs]
==> impl_metrics.ini <==
; physical design summary
[drt]
drtIter0Drc = 0
totalWireLength_um = 602
via_count = 196
wire_per_inst_um = 7.62
drc = 0
ant_nets = 0
first_pass_iters = 1
antenna_cells = 0
viasPerCell = 2.48

[clock_tree]
cts_tree = done
cts_buffers = 3
clk_latency_ps = 240
clk_pin_slew_ps = 50
cts_root_buf = clkbuf_4
htree_levels = 1
cts_hold_buffers = 0
cts.sinks = 5
clk_path_buf_depth = 2

[grt]
grt_max_degree = 7
grt_pass1_wl_um = 1050
grt_pass1_vias = 227
antenna_found_initial = 0
track_usage_pct = 2.16
grt.overflow.total = 0

[yosys]
synthArstFlopShare_pct = 100
ys_area_um2 = 229
syn_avg_cell_area_um2 = 12.1
topCellsByArea = dfrtp_1 55%, nor4b_4 10%, ha_1 5.5%
synth_top_area_share_pct = 54.6
synth_cells = 19
flop_cell = dfrtp_1
most_common_cell = dfrtp_1
synthTopCellsByCount = 5 x dfrtp_1, 2 x inv_2, 2 x o21ai_0
xor_area_share_pct = 3.83
top_logic_kind = simple AND/OR/NAND/NOR gates
mux_share_pct = 0
netlist_area_um2 = 229
edf_count = 0
synthAdderAreaFrac_pct = 5.46
simple_gate_area_share_pct = 17.5
ys_ff = 5
ys_seq_share_pct = 54.6
ys_sh_aoi_pct = 13.7
yosysCellCount = 19
ys_types = 13
yosysWarnings = 1
synth_top_cell_by_area = dfrtp_1

[placed_design]
port_buffers = 7
dpl_worst_slack_ps = 138
dp.cells = 72
dp_hpwl_um = 435
gp_congestion = 0.714
dpl-instance-area_um2 = 357

[critical_path]
critPathMaxFanout = 6
crit_chain = clkdlybuf4s50_1
worstPathRequired_ps = 1520
critPathLaunchType = register
crit_family = buffers and inverters
critPathKind = reg2out
cp-end-kind = primary output
cp_slowest_cell = clkdlybuf4s50_1
worst-endpoint-arrival_ps = 1270
crit_path_max_incr_delay_ps = 540
path_buffers = 1

[floorplan]
fp_util_pct = 6.70
num_io_pins = 8
rows = 21
core_region_area_um2 = 3420
die_x_um = 80
die_y_um = 80
dieArea_um2 = 6400

[layout]
fin_cells = 79
fin_area_um2 = 418
fill_cells = 398
fin_util_pct = 12.2
area_delta_synth_final_pct = 82.5
largest_reg_flops = 5
largest_registers = count: 5 flops
top_register = count
drive_above_1_share_pct = 33.3

[min_path]
hold_class = in2async

[final_timing]
drv_slew = 0
fin_tns_setup_ps = 0
min_period_ps = 1650
setup_viol = 0
fmax_ghz = 0.606
clock_skew_ps = 6.39
layout_setup_ws_ps = 249
grt_setup_unrepaired = false
finalCritPeriodShare_pct = 86.9
worst_pin_slew_ps = 274
slew_headroom_pct = 81.7
finalHoldViolCount = 0

[power]
irDropWorstVdd_mv = 0.371
p_leak_nw = 0.154
power_density_nw_per_um2 = 558

[run]
drv_cap = 0
log.warning_count = 25

[status]
status = complete, no violations
area by class of cell:
cell class / count / area, µm² / share of cell area, %
inverter: 3 / 11.3 / 2.69
clock buffer: 4 / 26.3 / 6.29
sequential: 5 / 126 / 30.2
timing repair buffer: 10 / 91.3 / 21.9
multi-input combinational: 11 / 105 / 25.1
tap: 46 / 57.6 / 13.8
timing repair:
action,in CTS,in global routing
buffers inserted,3,0
setup endpoints to repair,1,0
gates resized,4,0
cells in the final DEF (no fill, tap or decap), drive strengths merged:
cell type | netlist | final
o21ai | 3 | 3
dfrtp | 5 | 5
buf | 0 | 3
a22o | 1 | 1
inv | 3 | 3
ha | 1 | 1
clkdlybuf4s50 | 0 | 6
clkbuf | 0 | 4
nor4b | 1 | 1
o211ai | 1 | 1
dlygate4sd2 | 0 | 1
nand3 | 1 | 1
nor2 | 1 | 1
xnor2 | 1 | 1
nand3b | 1 | 1
final timing paths:
kind | from | cells after the start | slack [ps] | end
hold reg to reg | count[0] | 1 | 540 | count[1]
setup / recovery | count[2] | 1 | 250 | count[2]
min in group clk0 | count[0] | 1 | 540 | count[1]
hold / removal | rst | 2 | 330 | count[4]
max in group asynchronous | rst | 2 | 1390 | count[3]
setup reg to reg | count[1] | 4 | 850 | count[4]
report_power, final:
part / total (mW) / switching [mW] / internal, mW / leakage [nW]
Combinational: 0.00404 / 0.00212 / 0.00192 / 0.0736
Sequential: 0.107 / 0 / 0.107 / 0.0650
Clock: 0.122 / 0.0427 / 0.0794 / 0.0150
per-stage QoR:
stage | hold slack (ps) | total power [mW]
2_1_floorplan | 159 | 0.110
3_3_place_gp | 469 | 0.112
3_5_place_dp | 490 | 0.113
4_1_cts | 331 | 0.236
5_1_grt | 330 | 0.250
6_report | 330 | 0.233
layer usage:
layer | global-route usage (%) | vias up | part of all wire (%)
met2 | 2.57 | 12 | 32
met5 | 0 | - | 0
met4 | 0.528 | 0 | 1.3
met1 | 2.55 | 87 | 50
li1 | - | 95 | -
met3 | 2.27 | 2 | 16
kinds of logic after synthesis:
group | after synthesis
buf+inv | 3
fa+ha+maj | 1
compound gates | 5
xor+xnor | 1
simple gates | 4
flops | 5
Power figures rest on the tool's default switching activity, not on a simulated workload.
